**config.mk**
```make
export PLATFORM = sky130hd
export DESIGN_NAME = MULTmod
export DESIGN_NICKNAME = MULTmod
export VERILOG_FILES = /design/flow/design.v
export SDC_FILE = /design/flow/constraint.sdc
export NUM_CORES = 4
export LEC_CHECK = 1
export CORE_UTILIZATION = 40
```
**run.sh**
```bash
#!/bin/bash
# OpenROAD 26Q1-2900-gdf79404cd8, Yosys 0.63+post, stock flow scripts
make -C /OpenROAD-flow-scripts/flow DESIGN_CONFIG=/design/flow/config.mk WORK_HOME=/design/flow/orfs finish
```
**constraint.sdc**
```tcl
current_design MULTmod

set clk_period 21.8
set clk_io_pct 0.2

create_clock -name clk0 -period $clk_period [get_ports {clk}]

set non_clock_inputs [all_inputs -no_clocks]
set_input_delay [expr $clk_period * $clk_io_pct] -clock clk0 $non_clock_inputs
set_output_delay [expr $clk_period * $clk_io_pct] -clock clk0 [all_outputs]
```
**design.v**
```verilog
module MULTmod(
      input logic clk,
			input logic  [31:0]A,B,
			input logic  [31:0]P,
      input logic  [32:0]T,
      output logic signed[31:0]C);
	  logic [63:0]X;
	  logic [65:0]R;
		logic [63:0]Y;
    logic [32:0]W,u1,u2,k,l,m;
  always_ff@(posedge clk) 
  begin
    X <= A * B;  
  end    
  always_ff@(posedge clk) 
  begin
    R <= T * X[63:31];  
	end 
	always_ff@(posedge clk) 
  begin
    Y <= R[65:33] * P;        
  end
  always_ff@(posedge clk) 
  begin
    W <= u2 - Y[32:0];
  end
  always_ff@(posedge clk) 
  begin  
    l = (W - P)-P;
    k = W - P;
    m = W;
    if (m>2*P) C<=l;
    else if (m>P) C<=k;
    else C<= m;
  end
  always_ff@(posedge clk)
  begin
    u1 <= X[32:0];
    u2 <= u1;
  end   
endmodule
```
==> out/qor.rpt <==
LOGIC SYNTHESIS
------------------------------------------------------------------------------------
Xor+xnor area frac                                                             2.55%
Asr flop ratio synth                                                              0%
Simple logic cell fraction of the synthesized area                             15.9%
Number of synthesized register bits                                              261
Yosys stat area                                                          0.0941 mm^2
Instance tally after logic synthesis                                           10415
Dominant register cell in the synthesized netlist                            dfxtp_1
Average cell area after synthesis                                          9.04 um^2
Aoi/oai-family share of the synthesized area                                   4.14%
Synth area leaders                                                      fa_1, ha_1, inv_1, and2_1, nand2_1
Largest area contributor in the synthesized netlist                             fa_1
Distinct lib cells used                                                           74
Cell count in the Yosys report                                                 10415
Yosys adder share                                                              59.1%
Share of cell area taken by muxes after synthesis                             0.322%
Sequential cell area fraction in the yosys report                              5.55%
Mapped cell area                                                         0.0941 mm^2
Total number of yosys warnings                                                     1
Dominant comb cell                                                       adder cells
Area share of the largest cell type after synthesis                            48.8%
Post-synth EDFFs                                                                   0

DIE
------------------------------------------------------------------------------------
Floorplan core density                                                         40.4%
Top-level port count                                                             162
Die Footprint                                                             0.237 mm^2
Core Rows                                                                        177
X dimension of the die                                                        487 um
Vertical die dimension                                                        487 um
Core Footprint                                                            0.233 mm^2

CRITICAL PATH
------------------------------------------------------------------------------------
Worst Setup End Kind                                                        register
Most common cell on crit path                                                   fa_1
Critical path class                                                     input port to register
Slowest stage delay, CP                                                      0.62 ns
Capture instance of the worst register-to-register path                 R[65]$_DFF_P_
FF-to-FF setup slack                                                        12.59 ns
Crit path arrival time                                                      13.93 ns
Startpoint types                                                          input port
Reg2reg start                                                           X[40]$_DFF_P_
R2r worst-path depth                                                              30
CP Data Required Time                                                       22.30 ns
Worst-path cell with the longest stage delay                                  nor4_1
Critical path fanouts, max                                                        32

GLOBAL ROUTING
------------------------------------------------------------------------------------
Vias in the first global route                                                 74484
Antenna violations before repair                                                   9
Wire length of the first global-routing pass                               416000 um
Total Routing Usage GR                                                         24.3%
Global route total overflow                                                        0
Pin count of the biggest net entering global routing                              65

ROUTING
------------------------------------------------------------------------------------
Ratio of routed vias to standard cells                                          4.95
ANT nets after route                                                               0
Final Routed Wirelength                                                    258000 um
Starting DRT DRC Count                                                          2460
WL per Instance                                                              19.2 um
Number of iterations in the first detailed-routing pass                            5
Total vias in the final route                                                  66443
DRC violations left                                                                0

PLACEMENT
------------------------------------------------------------------------------------
IO buf count                                                                     161
Count of placed standard cells including taps                                  13365
HPWL reported at the end of detailed placement                             191000 um
Final weighted congestion of routability-driven global placement               0.943

TIMING
------------------------------------------------------------------------------------
Minimum clock period after layout                                           13.43 ns
Setup TNS                                                                       0 ns
Number of endpoints with negative hold slack in the final report                   0
Upper clock frequency limit                                                 74.5 MHz
Maximum clock skew at final layout                                         0.0591 ns
Transition time at the pin with the least slew margin                       0.905 ns
Setup Viol. Count Final                                                            0
Slew headroom                                                                  39.1%
Ratio of final minimum period to clock period                                  61.6%
Setup repair after global routing missed its margin                            false
Number of pins exceeding their max-slew limit in the final report                  0

FINAL LAYOUT
------------------------------------------------------------------------------------
Share of post-route cells with drive strength above 1                          2.56%
Growth of design area from synthesis to finish                                 6.37%
Non-Filler Instances                                                           13426

CTS
------------------------------------------------------------------------------------
Post-cts gate resize count                                                         0
TritonCTS Buffers                                                                 35
Clock sink count                                                                 261
Clock transition at the registers of the reported paths                      0.06 ns
Clock root buffer                                                          clkbuf_16
Number of buffers inserted for hold repair after clock tree synthesis              0
CTS HTree Levels                                                                   2
Post-CTS Setup Bufs                                                                0
Maximum number of buffers from clock root to sink                                  3
TritonCTS clock tree                                                             yes
Clock latency reported for the late side of the worst-skew pair              0.59 ns

MIN PATH
------------------------------------------------------------------------------------
End point of the worst hold path                                        u2[18]$_DFF_P_
Worst hold start                                                        u1[18]$_DFF_P_
Worst Hold Class                                                        register to register
Count of cells along the worst hold path                                           0

RUN
------------------------------------------------------------------------------------
OpenROAD warning count                                                            26
Max-cap violation count                                                            0

RUN STATUS
------------------------------------------------------------------------------------
Result of the run                                                          completed

[area by class of cell]
type | count | area (um^2)
Antenna cell | 1 | 2.50
Clock buffer | 42 | 942
Clock inverter | 18 | 185
Fill cell | 21973 | 133000
Inverter | 2572 | 9650
Multi-Input combinational cell | 7061 | 77200
Sequential cell | 261 | 5230
Tap cell | 3132 | 3920
Timing Repair Buffer | 339 | 2950
[kinds of logic (layout without fill, tap and decap cells)]
family,count (synthesis),in the layout
buf+inv,3093,2971
simple gates,3079,3079
fa+ha+maj,3069,3069
compound gates,610,610
xor+xnor,273,273
flops,261,261
mux,30,30
other cells,0,1
[sequential cells by signal (all words and copies together), names as in the netlist]
signal  flops
R          33
Y          33
u1         33
X          64
u2         33
C          32
W          33
[critical path: cells and delay by family]
kind | cells | cell delay (ns)
xor gates and xnor gates | 1 | 0.13
and+or+nand+nor | 6 | 1.60
adders and majority gates | 9 | 4.57
buffers and inverters | 3 | 0.99
AOI/OAI and AO/OA | 10 | 2.24
[worst max-delay path by stage]
stage	startpoint	endpoint	slack, ns	cells after the start
after global routing	B[17]	X[63]$_DFF_P_	8.09	32
after CTS	A[16]	X[63]$_DFF_P_	8.51	29
final	A[15]	X[63]$_DFF_P_	8.37	29
[Yosys cell counts (17+ instances only)]
cell and count:
ha_1 775, fa_1 2294, nand3_1 31, inv_1 2572, a21o_1 124, nor2_1 116, nor3_1 28, o21a_1 27
xnor2_1 207, o21ai_0 88, a21oi_1 225, nand4_1 35, dfxtp_1 261, xor2_1 65, clkbuf_1 511, nand2b_1 33
nor2b_1 40, o21bai_1 28, a31oi_1 17, nand2_1 1572, mux2i_1 28, and2_1 1179
[cell usage in the layout (no fill, tap or decap), types with 65 or more instances in the layout]
master           Yosys  final
inv_1             2572   2572
fa_1              2294   2294
nand2_1           1572   1572
and2_1            1179   1179
ha_1               775    775
dfxtp_1            261    261
a21oi_1            225    225
xnor2_1            207    207
buf_4                0    178
clkdlybuf4s50_1      0    161
a21o_1             124    124
nor2_1             116    116
o21ai_0             88     88
xor2_1              65     65
[routing by layer]
metal,vias to the layer above,global-route usage (%),part of all wire [%]
met5,-,0.265,0.034
met4,10,4.44,2.4
met3,362,13.7,14
met2,3152,36.0,45
met1,33186,32.5,39
li1,29733,-,-
[through the flow]
stage / hold slack [ns] / setup WS, ns / instance area [um^2] / utilization [%]
detailed placement: 0.312 / 7.92 / 99000 / 42.4
floorplan: 0.310 / 10.03 / 94100 / -
CTS: 0.310 / 8.51 / 100000 / 42.9
global placement: 0.310 / 7.95 / 99000 / 42.4
global route: 0.321 / 8.09 / 100000 / 42.9
finish: 0.313 / 8.37 / 100000 / 42.9
