==> design/flow/config.mk <==
export PLATFORM = sky130hd
export DESIGN_NAME = ADDmod
export DESIGN_NICKNAME = ADDmod
export VERILOG_FILES = /design/flow/design.v
export SDC_FILE = /design/flow/constraint.sdc
export NUM_CORES = 4
export LEC_CHECK = 1
export CORE_UTILIZATION = 40
==> design/flow/constraint.sdc <==
current_design ADDmod

set clk_period 38.3
set clk_io_pct 0.2

create_clock -name clk0 -period $clk_period

set non_clock_inputs [all_inputs -no_clocks]
set_input_delay [expr $clk_period * $clk_io_pct] -clock clk0 $non_clock_inputs
set_output_delay [expr $clk_period * $clk_io_pct] -clock clk0 [all_outputs]
==> design/flow/design.v <==
module ADDmod #(parameter N=32)(input logic  [N-1:0] A,B,P,
                                output logic [N-1:0] R);
logic [N:0]C,D; 
always_comb
  begin
    C=A+B;
    D=C-P;
    if (C<P)
      R=C;
    else if(D<P)
      R=D;
    else
      R='b0;
  end
endmodule
==> design/flow/run.sh <==
#!/bin/bash
# OpenROAD 26Q1-2900-gdf79404cd8, Yosys 0.63+post, stock flow scripts
make -C /OpenROAD-flow-scripts/flow DESIGN_CONFIG=/design/flow/config.mk WORK_HOME=/design/flow/orfs finish
==> results.cfg <==
; yosys + openroad results
[status]
status = completed

[synth]
synthAoiAreaFrac_pct = 33.81
ys_chip_area_mm2 = 0.004400
yosysMostFrequentCell = ha_1
top_logic_kind = AND-OR/OR-AND gates
ys_types = 64
top_cells_by_area = ha_1 (27%), xnor2_1 (7.4%), a21oi_1 (6.8%), nand2_1 (4.9%), nor2_1 (4.7%)
synthTopCellsByCount = ha_1 (96), a21oi_1 (60), nand2_1 (58), nor2_1 (55), inv_1 (43)
avgSynthCellArea_um2 = 7.030
yosysSeqAreaShare_pct = 0
netlist.area_leader.share_pct = 27.30
syn_area_mm2 = 0.004400
mux_area_share_pct = 0
top_area_cell = ha_1
ys_sh_adder_pct = 28.21
yosysCellCount = 626
synthCells = 626
simple_gate_share_pct = 22.18
synth-xor-area-share_pct = 10.35
ys.warnings.count = 1

[floorplan]
rows = 37
die_w_um = 106.9
die-area_mm2 = 0.01142
core-area_mm2 = 0.01051
io-pin-count = 128
die_h_um = 106.9
initial_core_util_pct = 41.87

[detailed_routing]
antenna_left = 0
vias = 4939
drtIter0Drc = 183
firstDrtPassIters = 6
remaining_drc_errors = 0
num_antenna_cells = 0
wl_per_cell_um = 15.59
finalWirelength_mm = 13.75
viasPerCell = 5.600

[hold_path]
hold_class = primary input to output pin

[sta]
finalSetupViolCount = 0
hold_viol_final = 0
worst_pin_slew_ns = 0.8873
hold_ws_ns = 16.55
fin_tns_setup_ns = 0
slew_headroom_pct = 40.84
slew_violations = 0
fin_crit_ns = 23.04
fmax_mhz = 43.40
rsz0062_at_grt = false
min_period_over_period_pct = 60.16

[cts]
postCtsSetupBuffers = 0
cts_hold_buf = 0
ctsResizeCount = 0

[global_routing]
grt.total_usage_pct = 24.12
grt_overflow_total = 0
grt_pass1_wl_mm = 21.89
grt_max_degree = 18
grt_pass1_vias = 4595
antenna_found_initial = 0

[job]
warnings = 34
cap_violations = 0

[placement]
dpl.hpwl_mm = 11.92
placed_area_mm2 = 0.005796
gp_congestion = 1.005
port-buffer-count = 128

[layout]
drive_gt1_share_pct = 2.279
post-route-util_pct = 55.15
n_clock_buffer = 0
register_area_um2 = 0
design_area_mm2 = 0.005796
ff_count = 0
syn2layout_area_growth_pct = 31.70

[critical_path]
path_max_fanout = 17
crit_required_ns = 30.64
cp_top_family = AND-OR/OR-AND gates
critical_path_arrival_ns = 15.38
worstSetupPathType = primary input to output pin
end_kind = output pin
cpMaxStageDelayCell = or2_1
max_stage_delay_ns = 0.75
start_kind = primary input
cp_num_buf_inv = 2

[pwr]
p_per_area_mw_per_mm2 = 39.86
vdd_drop_max_mv = 0.02653
finalPower_mw = 0.2310
p_leak_nw = 2.630
[metrics by stage]
stage,cells,setup WS (ns)
floorplan,626,17.50
global placement,882,15.30
detailed placement,882,15.27
CTS,882,15.20
global route,882,14.59
finish,882,15.26
[per-layer routing]
layer  up-vias  global-route usage [%]  part of all wire (%)
met5         -                       0                     0
met4         0                   2.250                  0.89
met3        10                   2.294                   5.6
met2       147                   41.75                    46
met1      2214                   33.58                    47
li1       2568                       -                     -
[logic make-up (layout without fill, tap and decap cells)]
family | Yosys count | in the layout
and+or+nand+nor | 201 | 201
adders and majority gates | 98 | 98
AOI/OAI and AO/OA | 221 | 221
buffers and inverters | 54 | 174
xor gates and xnor gates | 52 | 52
[path summary, 6_finish.rpt]
kind                  startpoint     to  slack, ns  cells past startpoint
worst max-delay path        A[0]  R[21]      15.26                     30
worst min-delay path        P[0]   R[0]      16.55                      5
[worst min-delay path, stage by stage]
cell and delay, ns:
clkdlybuf4s50_1 0.48, ha_1 0.23, nand2_1 0.05, o22ai_1 0.06, clkdlybuf4s50_1 0.40
[report_power, final]
part	switching, mW	internal [mW]	leakage, nW	total (mW)
logic	0.117	0.114	2.63	0.231
clock network	0	0	0	0
registers	0	0	0	0
total	0.117	0.114	2.63	0.231
[layout make-up]
cell class	count	area, µm²
Fill cell	1009	4713
Multi-Input combinational cell	572	4160
Timing Repair Buffer	131	1304
Tap cell	136	170.2
Inverter	43	161.4
[cell usage in the layout (no fill, tap or decap), drive strengths merged, types with 15 or more instances in the layout]
master	instances
o21ai	47
inv	43
xor2	15
nand3	18
clkdlybuf4s50	128
ha	96
xnor2	37
a21o	25
nor2	55
a22o	15
a21oi	62
nand2	58
No activity file was given, so power comes from the tool's default toggle rates.
